`run.sh`:
```
#!/bin/bash
# OpenROAD 26Q1-2900-gdf79404cd8, Yosys 0.63+post, stock flow scripts
make -C /OpenROAD-flow-scripts/flow DESIGN_CONFIG=/design/flow/config.mk WORK_HOME=/design/flow/orfs finish
```
`config.mk`:
```
export PLATFORM = sky130hd
export DESIGN_NAME = Add0000000004
export DESIGN_NICKNAME = Add0000000004
export VERILOG_FILES = /design/flow/design.v
export SDC_FILE = /design/flow/constraint.sdc
export NUM_CORES = 4
export LEC_CHECK = 1
export CORE_AREA = 10 10 70 70
export DIE_AREA = 0 0 80 80
```
`constraint.sdc`:
```
current_design Add0000000004

set clk_period 6.3
set clk_io_pct 0.2

create_clock -name clk0 -period $clk_period

set non_clock_inputs [all_inputs -no_clocks]
set_input_delay [expr $clk_period * $clk_io_pct] -clock clk0 $non_clock_inputs
set_output_delay [expr $clk_period * $clk_io_pct] -clock clk0 [all_outputs]
```
`design.v`:
```
 module Delay000000000A (
    i_data, o_data
 );
 input [12-1:0] i_data;
 output [12-1:0] o_data;
 assign o_data = i_data;
 endmodule
 module Add0000000004 (
  i_data_1,
  i_data_2,
  o_data,
);
 input wire [14-1:0] i_data_1;
 input wire [14-1:0] i_data_2;
 output wire [15-1:0] o_data;
 wire [14-1:0] data_1;
 wire [14-1:0] data_2;
 assign data_1 = i_data_1;
 assign data_2 = i_data_2;
 wire [15-1:0] data_1_fixed;
 wire [15-1:0] data_2_fixed;
FxMatch000000000E  u_0000000001_FxMatch000000000E(.i_data(data_1), .o_data(data_1_fixed));
FxMatch000000000E  u_0000000002_FxMatch000000000E(.i_data(data_2), .o_data(data_2_fixed));
 wire [15-1:0] result_unfixed;
 wire [15-1:0] result_fixed;
 assign result_unfixed = data_1_fixed + data_2_fixed;
FxMatch000000000F  u_0000000001_FxMatch000000000F(.i_data(result_unfixed), .o_data(result_fixed));
Delay000000000A  u_0000000003_Delay000000000A(.i_data(result_fixed), .o_data(o_data));
 endmodule
 module FxMatch000000000E (
     i_data, o_data
 );
 input wire [14-1:0] i_data;      
 output wire [15-1:0] o_data;    
 wire [14-1:0] i_data_eq;
 assign i_data_eq = i_data;
 wire [15-1:0] o_data_eq;
 wire [14-1:0] op_quan;  
 assign op_quan = i_data_eq;
 assign o_data_eq = {{1{op_quan[14-1]}}, op_quan};
 wire [15-1:0] o_data_trunc;
 assign o_data_trunc = o_data_eq;
Delay000000000A  u_0000000001_Delay000000000A(.i_data(o_data_trunc), .o_data(o_data));
 endmodule
 module FxMatch000000000F (
     i_data, o_data
 );
 input wire [15-1:0] i_data;      
 output wire [15-1:0] o_data;    
 wire [15-1:0] i_data_eq;
 assign i_data_eq = i_data;
 wire [15-1:0] o_data_eq;
 wire [15-1:0] op_quan;  
 assign op_quan = i_data_eq;
 assign o_data_eq = op_quan;
 wire [15-1:0] o_data_trunc;
 assign o_data_trunc = o_data_eq;
Delay000000000A  u_0000000002_Delay000000000A(.i_data(o_data_trunc), .o_data(o_data));
 endmodule
```
==> impl_metrics.sql <==
-- metrics for the results database
INSERT INTO impl_metrics (metric_group, metric, value, unit) VALUES
('floorplan', 'ios', '43', ''),
('route', 'wl_per_cell', '11.2', 'um'),
('layout', 'fin_util', '27.2', '%'),
('route', 'detailedRoute.firstIterationViolations', '26', ''),
('layout', 'seq_cells', '0', ''),
('cts', 'cts-hold-fix-buffers', '0', ''),
('logic_synthesis', 'yosys.cell_types.count', '27', ''),
('outcome', 'status', 'finished clean', ''),
('floorplan', 'die-height', '80', 'um'),
('route', 'num_antenna_cells', '0', ''),
('pwr', 'leakage', '0.000364', 'uW'),
('layout', 'clock_buffer_count', '0', ''),
('critical_path', 'critical_path_class', 'primary input to output port', ''),
('route', 'drc', '0', ''),
('critical_path', 'timing.critical_path.slowest_stage_cell', 'sky130_fd_sc_hd__clkdlybuf4s50_1', ''),
('route', 'detail_route.first_pass.iterations', '3', ''),
('pwr', 'vdd.ir_drop.worst', '0.0000355', 'V'),
('critical_path', 'critical_path_buf_inv_count', '2', ''),
('global_routing', 'first_pass_grt_wire_length', '2540', 'um'),
('logic_synthesis', 'synthCells', '63', ''),
('global_routing', 'pin_count_of_the_biggest_net_entering_global_routing', '8', ''),
('layout', 'layout_top_cell', 'sky130_fd_sc_hd__clkdlybuf4s50_1', ''),
('logic_synthesis', 'syn_area_per_cell', '8.40', 'sq um'),
('route', 'dr_total_vias', '574', ''),
('min_path', 'holdCritStartpoint', 'i_data_2[0]', ''),
('global_routing', 'grt.overflow.total', '0', ''),
('layout', 'drive_gt1_share', '4.12', '%'),
('logic_synthesis', 'ys.warnings.count', '6', ''),
('critical_path', 'worstSetupStartpoint', 'i_data_1[0]', ''),
('final_timing', 'maxClockFrequency', '191', 'MHz'),
('final_timing', 'final-setup-viol-count', '0', ''),
('placement', 'placed_cells_incl_taps', '143', ''),
('global_routing', 'initial_antenna_violation_count', '0', ''),
('critical_path', 'critical_path_required', '5040', 'ps'),
('job', 'log.warning_count', '36', ''),
('critical_path', 'path_max_fanout', '3', ''),
('critical_path', 'crit_path_start_kind', 'primary input', ''),
('logic_synthesis', 'synth_stat.cells', '63', ''),
('layout', 'num-fill-cells', '367', ''),
('min_path', 'hold_path.class', 'primary input to output port', ''),
('layout', 'layout.area.seq', '0', 'sq um'),
('critical_path', 'capturing_element_type_of_the_critical_path', 'output port', ''),
('floorplan', 'fp-row-count', '21', ''),
('final_timing', 'grt_setup_unrepaired', 'no', ''),
('layout', 'stdcell_count', '143', ''),
('logic_synthesis', 'yosys.stat.chipArea', '529', 'sq um'),
('logic_synthesis', 'syn_area', '529', 'sq um'),
('layout', 'area.growth.synth_to_final', '75.4', '%'),
('critical_path', 'worst_path_dominant_cell_family', 'buffers and inverters', ''),
('job', 'number_of_violations_of_the_max_capacitance_limit', '0', ''),
('critical_path', 'critPathArrivalTime', '3970', 'ps'),
('critical_path', 'cp_slowest_stage_delay', '490', 'ps'),
('cts', 'cts_setup_buffers', '0', ''),
('placement', 'finalWeightedCongestion', '0.752', ''),
('critical_path', 'crit_chain', 'clkdlybuf4s50_1 > ha_1 > fa_1 > a211oi_1 > o21bai_1 > a2111oi_0 > nor3_1 > xor2_1 > clkdlybuf4s50_1', ''),
('logic_synthesis', 'ys_seq_share', '0', '%'),
('floorplan', 'chipArea', '6400', 'sq um'),
('final_timing', 'final.setup.tns', '0', 'ps'),
('global_routing', 'vias_in_the_first_global_route', '582', ''),
('final_timing', 'final.min_clock_period', '5230', 'ps'),
('cts', 'post_cts_resized', '0', ''),
('route', 'wl', '1600', 'um'),
('floorplan', 'chipWidth', '80', 'um'),
('placement', 'dp_hpwl', '1480', 'um'),
('route', 'drt-vias-per-instance', '4.01', ''),
('floorplan', 'core-area', '3420', 'sq um'),
('route', 'ant_nets', '0', ''),
('global_routing', 'grt.total_usage', '4.62', '%'),
('floorplan', 'floorplan.core_util', '15.5', '%'),
('critical_path', 'path_common_cell', 'sky130_fd_sc_hd__clkdlybuf4s50_1', ''),
('final_timing', 'layout_worst_path_cycle_share', '83.0', '%'),
('pwr', 'cellPowerDensity', '102', 'nW/um^2'),
('final_timing', 'finalMaxSlewViolations', '0', ''),
('layout', 'mostFrequentLayoutCells', 'sky130_fd_sc_hd__clkdlybuf4s50_1 (36), sky130_fd_sc_hd__ha_1 (11), sky130_fd_sc_hd__a21oi_1 (8)', ''),
('placement', 'port_buffers', '36', ''),
('final_timing', 'final-hold-violation-count', '0', '');
cell type report:
cell class                      count  area (sq um)  share of cell area, %
Multi-Input combinational cell     61           510                   55.0
Tap cell                           46          57.6                   6.20
Timing Repair Buffer               36           360                   38.8
cells by family (layout without fill, tap and decap cells):
family	Yosys count	in the layout	share of synthesized area, %
compound gates	21	21	31.0
xor+xnor	11	11	18.2
fa+ha+maj	12	12	29.8
buf+inv	4	36	4.96
other cells	1	3	0.709
simple gates	14	14	15.4
layer usage:
layer  vias to the layer above  GRT usage, %  share of wire, %  routed length [um]
met4                         0             0                 0                   0
met5                         -             0                 0                   0
li1                        301             -                 -                   -
met1                       247          6.49                48                 770
met3                         0          1.59                10                 162
met2                        26          7.06                42                 667
metrics by stage:
step	hold WS, ps	instance area, sq um	total power (uW)	setup WS, ps
2_1_floorplan	2590	537	42.2	2190
3_3_place_gp	3560	928	95.4	1090
3_5_place_dp	3550	928	96.1	1060
4_1_cts	3560	928	96.8	1020
5_1_grt	3590	928	105	908
6_report	3560	928	94.4	1070
final timing paths:
| path | cells after the start | slack (ps) | endpoint |
|---|---|---|---|
| max | 9 | 1070 | o_data[8] |
| min | 3 | 3560 | o_data[0] |
tightest hold or removal path, delay by kind of cell:
kind | cells | cell delay (ps)
buffers and inverters | 2 | 920
adder cells (fa/ha/maj) | 1 | 120
synth_stat cells:
| cell type | instances | area (sq um) |
|---|---|---|
| sky130_fd_sc_hd__nand3_1 | 1 | 5.00 |
| sky130_fd_sc_hd__clkbuf_1 | 1 | 3.75 |
| sky130_fd_sc_hd__a21o_1 | 3 | 22.5 |
| sky130_fd_sc_hd__xnor2_1 | 7 | 61.3 |
| sky130_fd_sc_hd__and3_1 | 1 | 6.26 |
| sky130_fd_sc_hd__fa_1 | 1 | 20.0 |
| sky130_fd_sc_hd__nand4_1 | 3 | 18.8 |
| sky130_fd_sc_hd__conb_1 | 1 | 3.75 |
| sky130_fd_sc_hd__nor2_1 | 2 | 7.51 |
| sky130_fd_sc_hd__a21oi_1 | 8 | 40.0 |
| sky130_fd_sc_hd__o21bai_1 | 1 | 7.51 |
| sky130_fd_sc_hd__and3_4 | 1 | 11.3 |
| sky130_fd_sc_hd__a2111oi_0 | 1 | 8.76 |
| sky130_fd_sc_hd__a21oi_2 | 1 | 8.76 |
| sky130_fd_sc_hd__a41oi_2 | 1 | 16.3 |
| sky130_fd_sc_hd__nand2_1 | 1 | 3.75 |
| sky130_fd_sc_hd__o21a_1 | 1 | 7.51 |
| sky130_fd_sc_hd__and2_1 | 2 | 12.5 |
| sky130_fd_sc_hd__buf_4 | 3 | 22.5 |
| sky130_fd_sc_hd__or3_1 | 1 | 6.26 |
| sky130_fd_sc_hd__a2111oi_4 | 1 | 27.5 |
| sky130_fd_sc_hd__nor3_1 | 2 | 10.0 |
| sky130_fd_sc_hd__a21boi_1 | 1 | 7.51 |
| sky130_fd_sc_hd__xor2_1 | 4 | 35.0 |
| sky130_fd_sc_hd__a211oi_1 | 1 | 7.51 |
| sky130_fd_sc_hd__ha_1 | 11 | 138 |
| sky130_fd_sc_hd__o21ai_0 | 2 | 10.0 |
report_power, final:
part | total [uW] | leakage (uW) | internal (uW) | switching, uW
clock | 0 | 0 | 0 | 0
sequential | 0 | 0 | 0 | 0
combinational | 94.4 | 0.000364 | 61.9 | 32.5
total | 94.4 | 0.000364 | 61.9 | 32.5
Power and IR drop assume default switching activity.
