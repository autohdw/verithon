--- /design/flow/config.mk ---
export PLATFORM = sky130hd
export DESIGN_NAME = Add0000000005
export DESIGN_NICKNAME = Add0000000005
export VERILOG_FILES = /design/flow/design.v
export SDC_FILE = /design/flow/constraint.sdc
export NUM_CORES = 4
export LEC_CHECK = 1
export CORE_AREA = 10 10 70 70
export DIE_AREA = 0 0 80 80
--- /design/flow/constraint.sdc ---
current_design Add0000000005

set clk_period 6.0
set clk_io_pct 0.2

create_clock -name clk0 -period $clk_period [get_ports {i_clk}]

set non_clock_inputs [all_inputs -no_clocks]
set_input_delay [expr $clk_period * $clk_io_pct] -clock clk0 $non_clock_inputs
set_output_delay [expr $clk_period * $clk_io_pct] -clock clk0 [all_outputs]
--- /design/flow/design.v ---
 module Delay0000000008 (
    i_data, o_data
    , i_clk
 );
 input [12-1:0] i_data;
 output [12-1:0] o_data;
 input i_clk;
 reg [12-1:0] data_d [0:1-1];
 always @(posedge i_clk) begin
     data_d[0] <= i_data;
 end
 assign o_data = data_d[1-1];
 endmodule
 module Add0000000005 (
  i_data_1,
  i_data_2,
  o_data,
 i_clk
);
 input wire [15-1:0] i_data_1;
 input wire [15-1:0] i_data_2;
 output wire [12-1:0] o_data;
 input wire i_clk;
 wire [15-1:0] data_1;
 wire [15-1:0] data_2;
 assign data_1 = i_data_1;
 assign data_2 = i_data_2;
 wire [16-1:0] data_1_fixed;
 wire [16-1:0] data_2_fixed;
FxMatch0000000010  u_0000000001_FxMatch0000000010(.i_data(data_1), .o_data(data_1_fixed));
FxMatch0000000010  u_0000000002_FxMatch0000000010(.i_data(data_2), .o_data(data_2_fixed));
 wire [16-1:0] result_unfixed;
 wire [12-1:0] result_fixed;
 assign result_unfixed = data_1_fixed + data_2_fixed;
FxMatch0000000011  u_0000000001_FxMatch0000000011(.i_data(result_unfixed), .o_data(result_fixed));
Delay0000000008  u_0000000003_Delay0000000008(.i_data(result_fixed), .o_data(o_data), .i_clk(i_clk));
 endmodule
 module Delay000000000B (
    i_data, o_data
 );
 input [16-1:0] i_data;
 output [16-1:0] o_data;
 assign o_data = i_data;
 endmodule
 module Delay000000000C (
    i_data, o_data
 );
 input [12-1:0] i_data;
 output [12-1:0] o_data;
 assign o_data = i_data;
 endmodule
 module FxMatch0000000010 (
     i_data, o_data
 );
 input wire [15-1:0] i_data;      
 output wire [16-1:0] o_data;    
 wire [15-1:0] i_data_eq;
 assign i_data_eq = i_data;
 wire [16-1:0] o_data_eq;
 wire [15-1:0] op_quan;  
 assign op_quan = i_data_eq;
 assign o_data_eq = {{1{op_quan[15-1]}}, op_quan};
 wire [16-1:0] o_data_trunc;
 assign o_data_trunc = o_data_eq;
Delay000000000B  u_0000000001_Delay000000000B(.i_data(o_data_trunc), .o_data(o_data));
 endmodule
 module FxMatch0000000011 (
     i_data, o_data
 );
 input wire [16-1:0] i_data;      
 output wire [12-1:0] o_data;    
 wire [16-1:0] i_data_eq;
 assign i_data_eq = i_data;
 wire [12-1:0] o_data_eq;
 wire [18-1:0] op_quan;  
 assign op_quan = {i_data_eq, {2{1'b0}}};
 assign o_data_eq = op_quan[12-1:0];
 wire [12-1:0] o_data_trunc;
 assign o_data_trunc = o_data_eq;
Delay000000000C  u_0000000001_Delay000000000C(.i_data(o_data_trunc), .o_data(o_data));
 endmodule
--- /design/flow/run.sh ---
#!/bin/bash
# OpenROAD 26Q1-2900-gdf79404cd8, Yosys 0.63+post, stock flow scripts
make -C /OpenROAD-flow-scripts/flow DESIGN_CONFIG=/design/flow/config.mk WORK_HOME=/design/flow/orfs finish
==> Changelog: implementation <==
### Changed

- Ys cells: 64
- Tmin final: 2.760 ns
- Critical path capture point type: flop
- Crit path buffers/inverters: 2
- Vias in the first global route: around 520
- Htree depth: 1
- Detailed placer's ending HPWL: 1.344 mm
- Top cells by area: dfxtp_1, ha_1, xnor2_1, nand3_1, inv_1
- Worst Hold Path EP: u_0000000003_Delay0000000008.data_d[0][2]$_DFF_P_
- Share of layout cells above drive strength 1: 0.04167
- Fmax: 362.4 MHz
- Cell type with the largest total area: dfxtp_1
- Worst Hold Launch: i_data_2[0]
- Clock tree from TritonCTS: done
- # DRC: 0
- Hold_buf cts: 0
- Clock sinks: 10
- Final WL: 1.479 mm
- Sum Neg Setup Slack: 0 ns
- Crit path DRT: 6.14 ns
- CP max stage cell: clkdlybuf4s50_1
- Final setup margin: 3.240 ns
- DRT iter0 DRCs: 9
- Die Wd: about 80 um
- Arrival @ worst endpoint: between 2 and 3 ns
- Ys Warns: 2
- First-pass GRT wire length: 2.352 mm
- Delay-heaviest family, CP: adder cells
- Max Root-Sink Buffers: 2
- Core area: 3416 um2
- Avg Synthesized Cell Area: 9.443 um2
- Max_cap viols: 0
- Worst hold path class: in2reg
- FP Util: 0.1769
- Combinational share of power: 0.378
- Hold Slack: 1.543 ns
- Filler instances: 371
- Reg clk slew, reported paths: around 0.060 ns
- Critical path class: in2reg
- Vias/cell: 3.634
- Top reg by flops: u_0000000003_Delay0000000008.data_d
- Crit share post-route: 0.4599
- Max incr delay on CP: 0.46 ns
- IO Count: 43
- CTS Root Cell: clkbuf_4
- Top cell area share: 0.3313
- Die ar.: roughly 6400 um2
- Reg power frac: 0.409
- YS chip area: 604.3 um2
- Pre-CTS setup slack: between 2 and 3 ns
- WHS Path Cells: 2
- CTS Buf Count: 3
- Tool Warnings: 35
- Post-CTS resize count: 0
- RSZ-0062 raised after global routing: false
- Antenna violations before repair: 0
- DR vias: about 520
- Row count: 21
- Slew Limit Fails: 0
- Gpl congestion: slightly below 0.8
- Avg WL per Cell: 10.42 um
- Area delta synth->final: 61.08%
- Max FFs per register: 10
- Status: completed
- Number of diodes: 0
- Post-DRT Antenna Nets: 0
- Final Hold Fails: 0
- Power density over the cells: 209.3 nW/um2
- Leakage: about 0.41 nW
- Register share after synthesis: 0.3313
- P_int: 0.1553 mW
- Total global routing overflow: 0
- Top flop regs: u_0000000003_Delay0000000008.data_d (10)
- Setup violations, final: 0
- Syn Std Cell Area: roughly 600 um2
- First-pass detailed-route iteration total: 4
- CP Max Fanout: 2
- Registers, synthesis: 10
- CP startpoint kind: input pin
- Final total power: 0.2037 mW
- Worst IR Drop VDD: 0.05343 mV
- Sw Pwr: 0.04846 mW
- Gate Count Post-Synth: ~64
- Synth cell types: 20
- Post-CTS Setup Inserts: 0
- Largest net degree at the start of global routing: 7
- Tot GR Track Use: 0.04587
- Critical-path cell list: clkdlybuf4s50_1 -> ha_1 -> inv_1 -> fa_1 -> nand2b_1 -> a21oi_1 -> a221oi_2 -> xnor2_1
- Switch share: 0.2378
- Port Buffer Count: 30
- Clock Power Share: 0.212
- Die Ht: 80 um
[layout by cell type (no fill, tap or decap), types with 3 or more instances in the layout]
cell type / count
dfxtp_1: 10
xnor2_1: 7
clkdlybuf4s50_1: 30
ha_1: 9
clkbuf_4: 3
nand3_1: 5
nor2_1: 4
a21oi_1: 4
inv_1: 6
[cell usage after synthesis]
cell / number
a21o_1: 2
a21oi_1: 4
a221oi_2: 1
a31oi_1: 2
and2_1: 1
buf_4: 2
conb_1: 1
dfxtp_1: 10
fa_1: 1
ha_1: 9
inv_1: 6
nand2_1: 2
nand2b_1: 1
nand3_1: 5
nor2_1: 4
o211ai_1: 2
o21ai_0: 1
o221ai_1: 1
xnor2_1: 7
xor2_1: 2
[metal layers]
| metal | global-route usage | share of wire |
|---|---|---|
| met5 | 0 | 0 |
| met4 | 0.005282 | 0 |
| met3 | 0.03068 | 0.16 |
| met2 | 0.05538 | 0.34 |
| met1 | 0.06617 | 0.50 |
[worst max-delay path by stage]
stage | to | from | depth (start not counted) | slack [ns]
after CTS | u_0000000003_Delay0000000008.data_d[0][10]$_DFF_P_ | i_data_1[0] | 8 | 3.24
after global routing | u_0000000003_Delay0000000008.data_d[0][8]$_DFF_P_ | i_data_2[0] | 8 | 3.14
final | u_0000000003_Delay0000000008.data_d[0][10]$_DFF_P_ | i_data_1[0] | 8 | 3.24
[cells by family (layout without fill, tap and decap cells)]
kind of cell / count (synthesis) / count (layout) / synth area share
adders and majority gates: 10 / 10 / 0.2195
and+or+nand+nor: 13 / 13 / 0.09938
AOI/OAI and AO/OA: 13 / 13 / 0.1511
buffers and inverters: 8 / 39 / 0.06210
other: 1 / 2 / 0.006205
xor gates and xnor gates: 9 / 9 / 0.1304
DFF: 10 / 10 / 0.3313
[cell type report]
cell class | count | area [um2] | area share
sequential | 10 | 200.2 | 0.2057
timing repair buffer | 30 | 300.3 | 0.3085
inverter | 6 | 22.52 | 0.02314
clock buffer | 3 | 22.52 | 0.02314
tap | 46 | 57.56 | 0.05913
multi-input combinational | 47 | 370.4 | 0.3805
[power by group through the flow]
stage	Sequential, mW	Clock (mW)	Combinational, mW
4_1_cts	0.0837	0.0463	0.0794
5_1_grt	0.0846	0.0484	0.0869
6_report	0.0834	0.0432	0.0771
[metrics by stage]
step | area (um2) | instances | util
after floorplan | 608.1 | 65 | -
after global placement | 950.9 | 139 | 0.2784
after detailed placement | 950.9 | 139 | 0.2784
after CTS | 973.4 | 142 | 0.2850
after global routing | 973.4 | 142 | 0.2850
final | 973.4 | 142 | 0.2850
Power and IR drop assume default switching activity.
